### flow/run.sh
#!/bin/bash
# OpenROAD 26Q1-2900-gdf79404cd8, Yosys 0.63+post, stock flow scripts
make -C /OpenROAD-flow-scripts/flow DESIGN_CONFIG=/design/flow/config.mk WORK_HOME=/design/flow/orfs finish
### flow/design.v
module SIMON_control
#(	parameter N = 16,
	parameter M = 4,
	parameter T = 32		)
 (	input logic clk,
	output int count,
	output logic done,
	input logic [2*N-1:0] plain,
	output logic [2*N-1:0] cipher,
	input logic [M-1:0][N-1:0] key	);
logic [M-1:0][N-1:0] keys;
logic [N-1:0] out;
SIMON_keyexpansion k(.*);
logic [2*N-1:0] p, c;
SIMON_round r(.block(p), .key(keys[0]), . out(c) );
typedef enum {s0, s1, s2} state;
state current, next;
always_ff @(posedge clk)
begin
	unique case(current)
		s0:
		begin
			keys <= key;
			p <= plain;
			count <= 0;
			done <= 0;
		end
		s1:
		begin
			keys <= {out, keys[M-1:1]};
			p <= c;
			count <= count + 1;
		end
		s2:
		begin
			done <= 1;
		end
	endcase
	current <= next;
end
always_comb
begin
	unique case(current)
		s0:
		begin
			next = s1;
		end
		s1:
		begin
			if(count == T-2)	next = s2;
			else					next = s1;
		end
		s2:
		begin
			next = s2;
		end
	endcase
end
assign cipher = done ? c : 0;
endmodule
module SIMON_function
#(	parameter N = 16,
	parameter M = 4			)
 (	input logic [N-1:0] in,
	output logic [N-1:0] out	);
logic [N-1:0] A, B, C;
always_comb
begin
	A = {in[N-2:0], in[N-1]};
	B = {in[N-9:0], in[N-1:N-8]};
	C = {in[N-3:0], in[N-1:N-2]};
end
always_comb
begin
	out = (A & B) ^ C;
end
endmodule
module SIMON_keyexpansion
#(	parameter N = 16,
	parameter M = 4			)
 (	input int count,
	input logic [M-1:0][N-1:0] keys,
	output logic [N-1:0] out	);
reg [61:0] z = 62'b01100111000011010100100010111110110011100001101010010001011111;
always_comb
begin
	out = {keys[M-1][2:0], keys[M-1][N-1:3]};
if(M==4)
begin
	out ^= keys[M-3];
end
	out ^= {out[0], out[N-1:1]};
	out ^= ~keys[0] ^ z[count] ^ 3;
end
endmodule
module SIMON_round
#(	parameter N = 16,
	parameter M = 4			)
 (	input logic [2*N-1:0] block,
	input logic [N-1:0] key,	
	output logic [2*N-1:0] out	);
logic [N-1:0] f, tmp;
SIMON_function func(.in(block[2*N-1:N]), .out(f));
always_comb
begin
	out[N-1:0] <= block[2*N-1:N];
	out[2*N-1:N] <= block[N-1:0] ^ key ^ f;
end
endmodule
### flow/constraint.sdc
current_design SIMON_control

set clk_period 7.8
set clk_io_pct 0.2

create_clock -name clk0 -period $clk_period [get_ports {clk}]

set non_clock_inputs [all_inputs -no_clocks]
set_input_delay [expr $clk_period * $clk_io_pct] -clock clk0 $non_clock_inputs
set_output_delay [expr $clk_period * $clk_io_pct] -clock clk0 [all_outputs]
### flow/config.mk
export PLATFORM = sky130hd
export DESIGN_NAME = SIMON_control
export DESIGN_NICKNAME = SIMON_control
export VERILOG_FILES = /design/flow/design.v
export SDC_FILE = /design/flow/constraint.sdc
export NUM_CORES = 4
export LEC_CHECK = 1
export CORE_UTILIZATION = 30
==> results.cfg <==
; flow metrics
[yosys]
netlist.area_leader.share_pct = 53.7
yosysWarnings = 4
avgSynthCellArea_sq_um = 12.0
syn_inst = 602
synthTopCellsByCount = edfxtp_1, xnor2_1, nor2_1
yosys_area_sq_um = 7210
syn_area_sq_um = 7210
topCellsByArea = edfxtp_1, xnor2_1, mux2_2
yosysMostFrequentCell = edfxtp_1
ys_seq_share_pct = 54.3
yosys_cells = 602
ys_types = 41
synth-edff-count = 129
top_area_cell = edfxtp_1
yosys_register_bits = 131
ys_async_sr_fraction_pct = 0
flop_cell = edfxtp_1

[die]
core_sq_um = 23500
die_y_microns = 157
die_x_microns = 157
std_cell_rows = 56
io_pins = 162
initCoreUtil_pct = 30.6
dieArea_sq_um = 24700

[global_route]
grt_pass1_wl_microns = 27700
grt_max_degree = 69
grt_overflow = 0
grtUsageTotal_pct = 15.8
antenna_found_initial = 1
grt_pass1_vias = 4726

[pwr]
p_per_area_nw_per_um2 = 168
p_leak_uw = 0.00331
max-vdd-ir-drop_v = 0.000125

[clock_network]
cts_setup_buffers = 0
clk_path_buf_depth = 2
htreeDepth = 4
cts_resized = 0
cts_hold_buf = 0
cts-root-buf = clkbuf_16
clock_sinks = 131
cts-buffers-inserted = 17
insertion_delay_ns = 0.41
cts_tree = built
path_clk_slew_ns = 0.06

[timing]
fin_skew_ns = 0.0139
slew_headroom_pct = 42.0
rsz0062_at_grt = false
worstMarginPinSlew_ns = 0.870
setup_violations = 0
slew_viol_final = 0
fmax_mhz = 273
report.final.hold_viol_count = 0
setup_tns_ns = 0
post-route-period-util_pct = 46.9
fin_crit_ns = 3.66

[flow_run]
tool_warnings = 28
drv_cap = 0

[worst_setup_path]
critPathRequiredTime_ns = 6.24
cp-endpoint = cipher[24]
r2r_end = keys[40]$_DFFE_PP_
criticalPathCategory = flop to output pin
rr_worst_depth = 5
startpoint = p[22]$_DFFE_PP_
rrSetupSlack_ns = 5.21
crit_fanout = 5
arrival_ns = 2.10
rr_startpoint = current[1]$_DFF_P_
cp-start-kind = flop
cp-end-kind = output pin

[placement]
io_buffers = 161
hpwl_microns = 13100
gp_congestion = 0.846
placed_area_sq_um = 9160

[min_path]
hold_path_depth = 1
worstHoldPathType = flop to flop

[routing]
drt_iter0_markers = 258
vias = 4929
drc_errors = 0
routed_wl_microns = 18500
via_per_inst = 4.52
num_antenna_cells = 0
first_pass_iters = 4
ant_nets = 0
drt-wirelength-per-cell_microns = 16.9

[cells_and_area]
syn2layout_area_growth_pct = 35.1
comb_area_sq_um = 3160
fillers = 2273
drive_gt1_share_pct = 13.9
seq_area_sq_um = 3910
finalInstanceArea_sq_um = 9740

[status]
status = finished, final reports clean
metal layers:
layer  global-route usage (%)  up-vias  routed length [microns]
met5                        0        -                        9
met4                     1.90        2                      223
met3                     4.88       11                     1370
met2                     22.5      148                     8170
met1                     25.6     2317                     8720
li1                         -     2451                        -
critical path, cell delays in order, from the launching register on:
cell,delay (ns)
edfxtp_1,0.52
xnor2_1,0.19
xnor2_1,0.25
xor2_1,0.13
nor2b_1,0.12
clkdlybuf4s50_1,0.47
how the worst min path moves through the flow:
stage | startpoint | slack [ns] | endpoint
4_1_cts | keys[37]$_DFFE_PP_ | 0.55 | keys[21]$_DFFE_PP_
5_1_grt | keys[45]$_DFFE_PP_ | 0.56 | keys[29]$_DFFE_PP_
6_report | keys[44]$_DFFE_PP_ | 0.55 | keys[28]$_DFFE_PP_
cells in the final DEF (no fill, tap or decap), types with 4 or more instances in the layout:
master           Yosys  routed
clkdlybuf4s50_1      0     161
edfxtp_1           129     129
xnor2_1             88      88
nor2_1              68      68
mux2_2              65      65
xor2_1              39      39
a21oi_1             32      32
nand2_1             26      26
and2_1              20      20
nor2b_1             18      18
nand3_1             17      17
clkbuf_16            0      17
nand4_1             15      15
inv_1                9       9
nor4_1               6       6
and3_1               6       6
buf_4                2       5
ha_1                 5       4
cells by family after synthesis:
kind of cell | count (synthesis) | share of synthesized area, %
flops | 131 | 54.3
fa+ha+maj | 5 | 0.867
buf+inv | 38 | 2.13
xor+xnor | 127 | 15.4
mux | 65 | 10.1
compound gates | 45 | 3.75
simple gates | 191 | 13.4
state kept, by name, summed over array words and instances (netlist names):
name / flops
keys: 64
count: 32
p: 32
current: 2
done: 1
layout make-up:
class	count	share of cell area, %
Tap cell	319	4.10
Multi-Input combinational cell	433	32.4
Inverter	10	0.385
Timing Repair Buffer	166	16.9
Clock inverter	13	1.55
Sequential cell	131	40.2
Clock buffer	19	4.44
through the flow:
stage / hold WS, ns / total power [uW] / std cells / utilization (%) / setup WS, ns
2_1_floorplan: 0.523 / 805 / 602 / - / 4.59
4_1_cts: 0.547 / 1660 / 1091 / 41.4 / 4.11
5_1_grt: 0.555 / 1700 / 1091 / 41.4 / 3.99
3_3_place_gp: 0.526 / 861 / 1059 / 38.9 / 4.57
6_report: 0.546 / 1640 / 1091 / 41.4 / 4.14
3_5_place_dp: 0.533 / 861 / 1059 / 38.9 / 4.57
power breakdown:
part	internal, uW	switching [uW]	total (uW)
Clock	477	319	796
Combinational	57.1	19.0	76.1
Sequential	769	0	769
Power figures rest on the tool's default switching activity, not on a simulated workload.
